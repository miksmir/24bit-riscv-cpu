===== ./config.mk =====
export PLATFORM = sky130hd
export DESIGN_NAME = divider
export DESIGN_NICKNAME = divider
export VERILOG_FILES = /design/flow/design.v
export SDC_FILE = /design/flow/constraint.sdc
export NUM_CORES = 4
export LEC_CHECK = 1
export CORE_UTILIZATION = 40

===== ./constraint.sdc =====
current_design divider

set clk_period 75.9
set clk_io_pct 0.2

create_clock -name clk0 -period $clk_period

set non_clock_inputs [all_inputs -no_clocks]
set_input_delay [expr $clk_period * $clk_io_pct] -clock clk0 $non_clock_inputs
set_output_delay [expr $clk_period * $clk_io_pct] -clock clk0 [all_outputs]

===== ./run.sh =====
#!/bin/bash
# OpenROAD 26Q1-2900-gdf79404cd8, Yosys 0.63+post, stock flow scripts
make -C /OpenROAD-flow-scripts/flow DESIGN_CONFIG=/design/flow/config.mk WORK_HOME=/design/flow/orfs finish

===== ./design.v =====
`timescale 1ns / 1ps
module divider(divisor, dividend, remainder, result);
input [15:0] divisor, dividend;
output reg [15:0] result, remainder;
integer i;
reg [15:0] divisor_temp, dividend_temp;
reg [15:0] temp;
always @(divisor or dividend)
begin
	divisor_temp = divisor;
	dividend_temp = dividend;
	temp = 0; 
	for(i = 0;i < 8;i = i + 1)
	begin
		temp = {temp[6:0], dividend_temp[7]};
		dividend_temp[7:1] = dividend_temp[6:0];
		temp = temp - divisor_temp;
		if(temp[7] == 1)
		begin
			dividend_temp[0] = 0;
			temp = temp + divisor_temp;
		end
		else
		begin
			dividend_temp[0] = 1;
		end
	end
	result = dividend_temp;
	remainder = dividend - (divisor_temp*dividend_temp);
end
endmodule

==> summary.txt <==
run results: post-route setup TNS=0 ns, number of core rows=53, Final HPWL DP=16300 microns, Post-Synthesis Cells=1030, flip-flops=0, average cell area after synthesis=8.28 sq um, initial drt markers=345, required time worst endpoint=60.72 ns, CP endpoint kind=output port, final tally of max-slew violations=0, post-synth design cell area=8530 sq um, Critical Path Fanout Max=26, global-route wire length before repair=34200 microns, number of antenna violations at the first check in global routing=0, vias post-DR=6776, setup repair after global routing missed its margin=no, post-route fraction of the period consumed by the critical path=71.6%, Hold-fix buffers, CTS=0, top cells by count=inv_1 (140), ha_1 (138), fa_1 (109), area taken by flip-flops and latches=0 sq um, number of iterations in the first detailed-routing pass=7, grt ovf=0, number of global-route vias before repair=6808, die extent in y=148 microns, antenna diode instance count=0, count of cell types in the netlist=64, library cell appearing most often on the critical path=xnor2_1, Post-CTS Setup Inserts=0, Synth Warn #=1, total cells reported by yosys after synthesis=1030, share of layout cells above drive strength 1=2.62%, area of the multi-input gates=7820 sq um, max capacitance violation total=0, post-synth top area cell=fa_1, filler cell count=2087, via density per instance=5.04, area of the synthesized netlist per yosys stat=8530 sq um, time the final worst path needs with I/O delays and setup=54.34 ns, number of placed I/O pins=64, CLK BUF=0, Arr. time, crit path=39.16 ns, type of origin of the critical path=input port, floorplan utilization=40.7%, Slowest Stage Delay on Critical Path=0.71 ns, top-count cell post-synth=inv_1, count of warning messages emitted by the tools=44, final routed wirelength across all metal layers=20300 microns, part of the Yosys area used for sequential elements=0%, overall routing resource usage=20.3%, outcome=complete, no violations, Horiz. Die Dim=148 microns, area post-placement=9440 sq um, post-route cell area=9440 sq um, type of the worst setup path=in -> out, placeable core region=21000 sq um, Crit-path slowest cell=o41ai_1, Resized Gates After CTS=0, P&R area growth vs syn=10.6%, Post-synth area hogs=fa_1 (26%), ha_1 (20%), xnor2_1 (10%), inv_1 (6.2%), and2_1 (4.8%), Hold Violations, Final=0, type of the most critical hold path=in -> out, number of cells on the worst hold path=2, area share of the largest cell type after synthesis=25.6%, Die Footprint=21900 sq um, slew at the pin with the worst max-slew slack=0.869 ns, # DRC=0, count of input and output buffers=64, wire length per cell=15.1 microns, max-slew headroom at the worst pin=41.3%, final antenna-violating net count=0, upper clock frequency limit=18.4 MHz, count of endpoints failing setup in the final report=0, largest net degree at the start of global routing=28, weighted congestion reported at the end of routability-driven placement=0.914
metrics by stage:
step	util [%]	hold slack (ns)	cells	worst slack, ns
floorplan	-	30.39	1030	25.60
global placement	45.0	31.27	1345	22.23
detailed placement	45.0	31.27	1345	21.56
CTS	45.0	31.27	1345	21.52
global route	45.0	31.31	1345	19.01
finish	45.0	31.27	1345	21.56
cell families after synthesis:
| logic type | count (synthesis) | synth area share, % |
|---|---|---|
| buffers and inverters | 178 | 8.29 |
| AND-OR/OR-AND | 172 | 13.1 |
| XOR/XNOR | 140 | 15.2 |
| AND/OR/NAND/NOR | 282 | 16.3 |
| multiplexers | 11 | 1.33 |
| adder cells (fa/ha/maj) | 247 | 45.8 |
critical path: cells and delay by family:
family	cells	cell delay (ns)
xor+xnor	20	5.39
fa+ha+maj	15	4.99
simple gates	22	3.15
compound gates	41	7.52
buf+inv	9	2.60
mux	1	0.26
metal layers:
metal	up-vias	global-route usage (%)	wire length (microns)
met3	6	3.43	1210
met1	3174	30.9	9830
met2	164	32.7	9250
li1	3432	-	-
met4	0	0.722	55
met5	-	0	0
worst paths after layout:
| path | endpoint | startpoint |
|---|---|---|
| max | remainder[14] | divisor[0] |
| min | result[15] | dividend[15] |
cell type report:
| class | count | share of cell area, % |
|---|---|---|
| Inverter | 141 | 5.61 |
| Multi-Input combinational cell | 852 | 82.9 |
| Tap cell | 275 | 3.65 |
| Timing Repair Buffer | 77 | 7.82 |
placed cells by master, fill, tap and decap left out, drive strengths merged, types with 2 or more instances in the layout:
cell type	n
or3	3
o41ai	2
a211oi	2
xnor2	102
and2	65
a21o	20
mux2	3
a221oi	3
a31oi	5
nand4	3
inv	140
nand2b	7
nand3	8
and4	2
nor3	12
o21ai	42
o21bai	21
o21a	4
ha	138
nor2	67
a21oi	53
nand2	81
nor2b	10
fa	109
a21boi	5
mux2i	8
nor3b	3
buf	13
clkdlybuf4s50	64
nor4	3
and3	12
or2	3
xor2	37
